## design.v

```verilog
`timescale 1ns/1ns
module testbench();
	reg clk_50, reset;
	reg [31:0] index;
	wire signed [26:0] x_out, y_out, z_out;
	initial begin
		clk_50 = 1'b0;
		index  = 32'd0;
	end
	always begin
		#10
		clk_50  = !clk_50;
	end
	initial begin
		reset  = 1'b0;
		#40 
		reset  = 1'b1;
	end
	always @ (posedge clk_50) begin
		index  <= index + 32'd1;
	end
	lorenz_system DUT (
		.clock(clk_50), 
		.reset(reset),
		.x(x_out),
		.y(y_out),
		.z(z_out)
	);
endmodule
module lorenz_system(clock, reset, x, y, z);
input clock, reset;
output wire signed [26:0] x, y, z;
wire signed [26:0] x_init, y_init, z_init;
wire signed [26:0] sigma, rho, beta;
wire signed [26:0] dt;
assign x_init = -27'sb0000001_00000000000000000000;
assign y_init =  27'sb0000000_00011001100110011001;
assign z_init =  27'sb0011001_00000000000000000000;
assign dt = 27'sb0000000_00000001000000000000;
assign sigma = 27'sb0001010_00000000000000000000;
assign rho   = 27'sb0011100_00000000000000000000;
assign beta  = 27'sb0000010_10101010101010101011;
wire signed [26:0] x_inc, y_inc, z_inc;
reg [4:0] count;
wire AnalogClock;
always @ (posedge clock) 
begin
	if (reset == 0)  
		count <= 5'd0;
	else
		count <= count + 1; 
end 
assign AnalogClock = (count==0);
increment_x compute_dx (
	.x_increment_result(x_inc),
	.x(x),
	.y(y),
	.sigma(sigma),
	.dt(dt)
);
increment_y compute_dy (
	.y_increment_result(y_inc),
	.x(x),
	.y(y),
	.z(z),
	.rho(rho),
	.dt(dt)
);
increment_z compute_dz (
	.z_increment_result(z_inc),
	.x(x),
	.y(y),
	.z(z),
	.beta(beta),
	.dt(dt)
);
integrator integrate_x (
	.out(x),
	.funct(x_inc),
	.InitialOut(x_init),
	.clk(AnalogClock),
	.reset(reset)
);
integrator integrate_y (
	.out(y),
	.funct(y_inc),
	.InitialOut(y_init),
	.clk(AnalogClock),
	.reset(reset)
);
integrator integrate_z (
	.out(z),
	.funct(z_inc),
	.InitialOut(z_init),
	.clk(AnalogClock),
	.reset(reset)
);
endmodule
module integrator(out, funct, InitialOut, clk, reset);
output signed [26:0] out;        
input signed [26:0] funct;       
input clk, reset;
input signed [26:0] InitialOut;   
wire signed [26:0] out, v1new;
reg signed [26:0] v1;
always @ (posedge clk) 
begin
	if (reset==0)  
		v1 <= InitialOut;  
	else 
		v1 <= v1new;   
end
assign v1new = v1 + funct;
assign out = v1;
endmodule
module signed_mult (out, a, b);
output signed [26:0] out;
input signed [26:0] a;
input signed [26:0] b;
wire signed [53:0] mult_out;
assign mult_out = a * b;
assign out = {mult_out[53], mult_out[45:20]};
endmodule
module increment_x(x_increment_result, x, y, sigma, dt);
output signed [26:0] x_increment_result;
input signed [26:0] x, y, sigma, dt;
wire signed [26:0] xy_difference, dt_scaled_diff, dx_dt;
assign xy_difference = y - x;
signed_mult mult_dt_first (
    .out(dt_scaled_diff),
    .a(dt),
    .b(xy_difference)
);
signed_mult mult_sigma (
    .out(x_increment_result),
    .a(sigma),
    .b(dt_scaled_diff)
);
endmodule
module increment_y(y_increment_result, x, y, z, rho, dt);
output signed [26:0] y_increment_result;
input signed [26:0] x, y, z, rho, dt;
wire signed [26:0] rho_minus_z_scaled, x_times_scaled_term;
assign rho_minus_z_scaled = (rho - z) >>> 8;
signed_mult mult_x_term (
    .out(x_times_scaled_term),
    .a(x),
    .b(rho_minus_z_scaled)
);
assign y_increment_result = x_times_scaled_term - (y >>> 8);
endmodule
module increment_z(z_increment_result, x, y, z, beta, dt);
output signed [26:0] z_increment_result;
input signed [26:0] x, y, z, beta, dt;
wire signed [26:0] x_scaled, xy_scaled_result, beta_z_scaled;
assign x_scaled = x >>> 8;
signed_mult mult_xy_scaled (
    .out(xy_scaled_result),
    .a(x_scaled),
    .b(y)
);
signed_mult mult_beta_z (
    .out(beta_z_scaled),
    .a(beta >>> 8),
    .b(z)
);
assign z_increment_result = xy_scaled_result - beta_z_scaled;
endmodule
```

## run.sh

```bash
#!/bin/bash
# OpenROAD 26Q1-2900-gdf79404cd8, Yosys 0.63+post, stock flow scripts
make -C /OpenROAD-flow-scripts/flow DESIGN_CONFIG=/design/flow/config.mk WORK_HOME=/design/flow/orfs finish
```

## config.mk

```make
export PLATFORM = sky130hd
export DESIGN_NAME = lorenz_system
export DESIGN_NICKNAME = lorenz_system
export VERILOG_FILES = /design/flow/design.v
export SDC_FILE = /design/flow/constraint.sdc
export NUM_CORES = 4
export LEC_CHECK = 1
export CORE_UTILIZATION = 50
```

## constraint.sdc

```tcl
current_design lorenz_system

set clk_period 2.9
set clk_io_pct 0.2

create_clock -name clk0 -period $clk_period [get_ports {clock}]

set non_clock_inputs [all_inputs -no_clocks]
set_input_delay [expr $clk_period * $clk_io_pct] -clock clk0 $non_clock_inputs
set_output_delay [expr $clk_period * $clk_io_pct] -clock clk0 [all_outputs]
```

==> Flow_metrics.wiki <==
== Run summary ==
{| class="wikitable"
! Metric !! Value
|-
| Sequential share of the synthesized area || 3.46%
|-
| Dominant cell type by area after synthesis || sky130_fd_sc_hd__fa_1
|-
| Achievable frequency || 0.758 GHz
|-
| Global-route total usage across every layer || 29.4%
|-
| Total Die Area || 99,600 um^2
|-
| Hold Path Stages || 1
|-
| IO Count || 83
|-
| Largest net degree at the start of global routing || 55
|-
| Number of warnings issued by yosys || 2
|-
| Routed length per instance || 19.3 um
|-
| Port Buffer Count || 81
|-
| Worst relative slew slack || 40.3%
|-
| Insertion Delay late pin || 0.22 ns
|-
| Number of H-tree branching levels || 1
|-
| Fin. max-slew vios || 0
|-
| Via count of the first global-routing pass || 36.9k
|-
| Via count || 35.0k
|-
| Number of filler cells placed in the layout || 8,943
|-
| Post-Route WL || 128,000 um
|-
| Wire length of the first global-routing pass || 207,000 um
|-
| Final setup fails || 0
|-
| Number of unique standard cell types used by synthesis || 87
|-
| Period utilization || 45.5%
|-
| CTS resizes || 0
|-
| Clk Tree Root Cell || sky130_fd_sc_hd__clkbuf_16
|-
| Count of standard-cell rows || 114
|-
| Ratio of cells with drive above 1 in the final layout || 2.93%
|-
| Slowest stage cell, crit path || sky130_fd_sc_hd__buf_4
|-
| Fp_density || 50.7%
|-
| CP Cell Sequence || buf_2, buf_4, inv_2, nor2_1
|-
| Synthesized area per cell || 9.13 um^2
|-
| Worst path arrival time || 1.48 ns
|-
| FFs w/ async S/R, synth || 0%
|-
| TritonCTS clock tree || done
|-
| Hold Crit Start || count[0]
|-
| Cell area leaders || sky130_fd_sc_hd__fa_1, sky130_fd_sc_hd__ha_1, sky130_fd_sc_hd__inv_1
|-
| Total negative slack for setup checks || 0 ns
|-
| Endpoints left unconstrained || 160
|-
| Die height || 316 um
|-
| Gr ovfl total || 0
|-
| Via density || 5.26
|-
| Most frequent cell after synthesis || sky130_fd_sc_hd__inv_1
|-
| Yosys synthesis chip area || 49,200 um^2
|-
| CP Launch Point || reset
|-
| Core box area || 97,000 um^2
|-
| Clk pin slew, worst setup/hold paths || 0.03 ns
|-
| Capture point of the worst reg-to-reg path || count[4]
|-
| Critical path endpoint category || flip-flop
|-
| Max-cap check violation count || 0
|-
| Routability Congestion || 0.965
|-
| Path depth of the worst reg2reg path || 4
|-
| Detailed Routing Iterations Pass 1 || 18
|-
| WP depth || 4
|-
| Antenna viol nets, final || 0
|-
| Sort of element at the start of the critical path || input pin
|-
| Worst min-delay path endpoint || count[0]
|-
| RSZ-0062 raised after global routing || no
|-
| Total buffers and inverters traversed by the critical path || 3
|-
| Total standard cell area after synthesis || 49,200 um^2
|-
| Registers, synthesis || 85
|-
| Worst-Margin Slew || 0.884 ns
|-
| Setup slack, reg-to-reg || 1.85 ns
|-
| CP top delay family || buffers and inverters
|-
| Critical path data required time || 3.06 ns
|-
| Layout area overhead || 5.16%
|-
| Critical path fanouts, max || 44
|-
| Half-perimeter wire length after detailed placement || 103,000 um
|-
| Post-synth tally of flip-flops with integrated enable || 0
|-
| Count of unclocked register or latch pins || 80
|-
| Hold-fix buffer count after cts || 0
|-
| Area fraction of the dominant cell type after synthesis || 48.0%
|-
| Run status || finished clean
|-
| Startpoint of the worst-slack reg-to-reg timing path || count[0]
|-
| Top cells by count, synth || sky130_fd_sc_hd__inv_1, sky130_fd_sc_hd__fa_1, sky130_fd_sc_hd__nand2_1
|-
| Number of cell instances after yosys synthesis || 5,384
|-
| Worst setup path category || input pin to flip-flop
|-
| Delay of the slowest critical-path stage || 0.48 ns
|-
| Worst Hold Class || flip-flop to flip-flop
|-
| Maximum count of clock buffers along a single path || 2
|-
| Primary flip-flop cell chosen by synthesis mapping || sky130_fd_sc_hd__dfxtp_1
|-
| Non-Filler Cell Area, Final || 51,700 um^2
|-
| Total count of hold-check failures in the final report || 0
|-
| Post-Place Cell Area || 51,600 um^2
|-
| Die Wd || 316 um
|-
| Cts bufs inserted || 3
|-
| Number of antenna violations at the first check in global routing || 1
|-
| Number of remaining DRC errors || 0
|-
| Number of warnings the tools reported || 51
|-
| Number of setup buffers added after CTS || 0
|-
| Detailed Route Iter0 Violations || 1,452
|-
| Number of instances in the synthesized netlist || 5,384
|-
| Time the worst path needs with I/O delays and setup || 1.32 ns
|-
| Final Skew || 0.000244 ns
|}
[worst max-delay path by stage]
stage / end / slack, ns
final: count[4] / 1.58
after global routing: count[3] / 1.50
after CTS: count[4] / 1.56
[metal layers]
metal | global-route usage, % | wire length, um | vias up
met3 | 12.3 | 14100 | 140
met1 | 42.9 | 51500 | 17540
met5 | 0.852 | 131 | -
met4 | 5.08 | 2950 | 6
li1 | - | - | 16076
met2 | 44.2 | 59300 | 1217
[registers in the layout, summed over array words and instances (netlist names)]
signal	flops
integrate_x.v1	26
integrate_y.v1	27
integrate_z.v1	27
count	5
[layout make-up]
class,count,area [um^2],area share [%]
Timing Repair Buffer,169,1470,2.84
Sequential cell,85,1720,3.33
Tap cell,1276,1600,3.09
Clock buffer,4,78.8,0.152
Antenna cell,3,7.51,0.0145
Inverter,1292,4850,9.38
Multi-Input combinational cell,3815,42000,81.2
[logic make-up (layout without fill, tap and decap cells)]
| logic type | Yosys count | after routing | synth area share (%) |
|---|---|---|---|
| buffers and inverters | 1484 | 1465 | 11.4 |
| multiplexers | 3 | 3 | 0.0611 |
| flip-flops | 85 | 85 | 3.46 |
| AND-OR/OR-AND | 430 | 430 | 5.89 |
| XOR/XNOR | 189 | 189 | 3.43 |
| AND/OR/NAND/NOR | 1447 | 1447 | 13.4 |
| other | 1 | 4 | 0.00763 |
| adder cells (fa/ha/maj) | 1745 | 1745 | 62.4 |
[cell usage in the layout (no fill, tap or decap), types with 10 or more instances in the layout]
cell type / n
sky130_fd_sc_hd__nor2_1: 269
sky130_fd_sc_hd__nand2_1: 719
sky130_fd_sc_hd__a31oi_1: 15
sky130_fd_sc_hd__nand4_1: 14
sky130_fd_sc_hd__clkdlybuf4s50_1: 80
sky130_fd_sc_hd__buf_4: 88
sky130_fd_sc_hd__xor2_1: 54
sky130_fd_sc_hd__nor2b_1: 34
sky130_fd_sc_hd__and3_1: 37
sky130_fd_sc_hd__dfxtp_1: 69
sky130_fd_sc_hd__o21ai_0: 72
sky130_fd_sc_hd__and2_1: 180
sky130_fd_sc_hd__a21oi_1: 111
sky130_fd_sc_hd__and4_1: 10
sky130_fd_sc_hd__nor3_1: 57
sky130_fd_sc_hd__fa_1: 1180
sky130_fd_sc_hd__ha_1: 565
sky130_fd_sc_hd__nand2b_1: 38
sky130_fd_sc_hd__dfxtp_2: 16
sky130_fd_sc_hd__inv_1: 1288
sky130_fd_sc_hd__o21a_1: 35
sky130_fd_sc_hd__nand3_1: 34
sky130_fd_sc_hd__xnor2_2: 14
sky130_fd_sc_hd__o21bai_1: 12
sky130_fd_sc_hd__a21o_1: 83
sky130_fd_sc_hd__xnor2_1: 119
[metrics by stage]
stage               std cells  utilization (%)  hold slack, ns  setup WS [ns]
floorplan                5384                -           0.414           1.30
global placement         6637             53.2           0.435           1.37
detailed placement       6637             53.2           0.450           1.35
CTS                      6641             53.3           0.459           1.56
global route             6641             53.3           0.471           1.50
finish                   6644             53.3           0.460           1.58
